File: design/flow/run.sh
#!/bin/bash
# OpenROAD 26Q1-2900-gdf79404cd8, Yosys 0.63+post, stock flow scripts
make -C /OpenROAD-flow-scripts/flow DESIGN_CONFIG=/design/flow/config.mk WORK_HOME=/design/flow/orfs finish
File: design/flow/config.mk
export PLATFORM = sky130hd
export DESIGN_NAME = vga_disp
export DESIGN_NICKNAME = vga_disp
export VERILOG_FILES = /design/flow/design.v
export SDC_FILE = /design/flow/constraint.sdc
export NUM_CORES = 4
export LEC_CHECK = 1
export CORE_AREA = 10 10 85 85
export DIE_AREA = 0 0 95 95
File: design/flow/constraint.sdc
current_design vga_disp

set clk_period 4.7
set clk_io_pct 0.2

create_clock -name clk0 -period $clk_period [get_ports {vgaclk}]

set non_clock_inputs [all_inputs -no_clocks]
set_input_delay [expr $clk_period * $clk_io_pct] -clock clk0 $non_clock_inputs
set_output_delay [expr $clk_period * $clk_io_pct] -clock clk0 [all_outputs]
File: design/flow/design.v
`timescale 1ns / 1ps
module vga_disp(
	input wire vgaclk,  
	input wire clr,  
	output reg [2:0] red,  
	output reg [2:0] green,  
	output reg [1:0] blue,  
	output wire hsync,  
	output wire vsync   
	);
parameter PAL = 640;  
parameter LAF = 480;  
parameter PLD = 800;  
parameter LFD = 525;  
parameter HPW = 96;  
parameter VPW = 20;  
parameter HBP = HPW;  
parameter HFP = HPW + PAL;  
parameter VBP = VPW;  
parameter VFP = VPW + LAF;  
reg [9:0] intHcnt;
reg [9:0] intVcnt;
always@(posedge vgaclk or posedge clr) begin
	if(clr == 1) begin
		intHcnt <= 0;
		intVcnt <= 0;
	end
	else begin
		if (intHcnt < PLD - 1)
			intHcnt <= intHcnt + 1;
		else begin
			intHcnt <= 0;
			if (intVcnt < LFD - 1)
				intVcnt <= intVcnt + 1;
			else
				intVcnt <= 0;
		end
	end
end
assign hsync = (intHcnt < HPW) ? 0:1;
assign vsync = (intVcnt < VPW) ? 0:1;
always@(*) begin
	if(intHcnt>=HBP && intHcnt<HFP && intVcnt>=VBP+10 && intVcnt<VFP-440) begin
		if(intHcnt[1]==1) begin
			red <= 3'b111;
			green <= 3'b000;
			blue <= 2'b00;
		end
		if (intVcnt >= VFP - 40 && intVcnt < VFP && intHcnt >= HFP && intHcnt < HFP) begin
			red = 3'b111;
			green = 3'b111;
			blue = 2'b11;
		end
		if (intVcnt >= VFP - 40 && intVcnt < VFP && intHcnt >= HFP && intHcnt < HFP) begin
			red = 3'b111;
			green = 3'b111;
			blue = 2'b11;
		end
	end
end
endmodule
==> flow_summary.yaml <==
# physical design summary
floorplan:
  row_count: 27
  top_level_ports: 12
  die_w_microns: 95
  dieArea_sq_um: 9030
  core_region_area_sq_um: 5470
  die_span_in_y_microns: 95
  initial_utilization_pct: 21.4
yosys:
  synth-edff-count: 0
  synth.cellmix.simpleShare_pct: 23.0
  synth_xor_xnor_area_share_pct: 4.50
  ys_seq_share_pct: 42.8
  synthesis.yosys.warnings: 1
  area_leaders: "sky130_fd_sc_hd__dfrtp_1 (43%), sky130_fd_sc_hd__a22o_1 (5.2%), sky130_fd_sc_hd__buf_4 (5.1%)"
  syn_inst: 114
  post_synth_most_frequent_cells: "sky130_fd_sc_hd__dfrtp_1 (20), sky130_fd_sc_hd__nor2_1 (10), sky130_fd_sc_hd__nand2_1 (9), sky130_fd_sc_hd__buf_4 (8), sky130_fd_sc_hd__a22o_1 (7)"
  synth-async-reset-ratio_pct: 100
  synth-seq-cells: 20
  netlist.top_cell.by_area: "sky130_fd_sc_hd__dfrtp_1"
  synth.logic.top_family: "simple AND/OR/NAND/NOR gates"
  synth-compound-area-share_pct: 19.8
  synth_top_flop_cell: "sky130_fd_sc_hd__dfrtp_1"
  synth_adder_area_share_pct: 2.14
  netlist_area_sq_um: 1170
  ys_cells: 114
  yosys-stat-area_sq_um: 1170
  post_synth_num_cell_types: 40
  syn_area_per_cell_sq_um: 10.3
  top_area_share_pct: 42.8
  most_common_cell: "sky130_fd_sc_hd__dfrtp_1"
  mux_area_share_pct: 0
worst_setup_path:
  crit_arrival_ns: 2.10
  critical_path_class: "reg -> out"
  critical_path_end_type: "primary output"
  crit_path_start_kind: "flop"
  timing.critical_path.fanout_max: 6
  worst-endpoint-required_ns: 3.76
clocking:
  cts-root-to-sink-buffers: 2
  clk_latency_ns: 0.25
  clk_transition_reported_paths_ns: 0.07
  postCtsResizedCells: 0
  htreeDepth: 1
  cts_tree: "done"
  ctsHoldBuffers: 0
  cts_buffer_count: 3
  tritoncts_num_sinks: 20
  cts_setup_buffers: 0
  cts-root-buf: "sky130_fd_sc_hd__clkbuf_8"
cells_and_area:
  flow.area_growth_from_synthesis_pct: 8.99
  utilization_pct: 23.3
  final_cell_count_no_fill: 189
  final_layout_size_suffix_gt1_share_pct: 12.8
run:
  maxCapViolCount: 0
  number_of_logged_tool_warnings: 25
routing:
  count_of_antenna_violating_nets_left_after_detailed_routing: 0
  drtIter0Drc: 50
  dr.pass1.iters: 4
  wire_per_inst_microns: 11.1
  routed_wirelength_microns: 2100
  routed-via-count: 821
  route.detailed.drc: 0
  antenna_cells: 0
  routed_via_density: 4.34
power:
  power_per_unit_of_standard_cell_area_nw_per_um2: 225
  report.power.total_mw: 0.287
  ir_worst_vdd_mv: 0.0688
  p_leak_nw: 0.553
final_timing:
  grt_setup_unrepaired: "no"
  worst-slew-pin-transition_ns: 0.791
  timing.final.max_slew_violations: 0
  final.min_clock_period_ns: 3.04
  maxClockFrequency_ghz: 0.329
  setup_viol: 0
  relSlewSlack_pct: 47.2
  timing_hold_violations_final: 0
  setup-tns-final_ns: 0
  finalClockSkew_ns: 0.00360
  min_period_over_period_pct: 64.7
global_routing:
  grt-ovfl-total: 0
  grt_antenna_before_repair: 0
  grt_pass1_wl_microns: 3780
  grt_max_degree: 21
  vias_in_the_first_global_route: 822
  grtUsageTotal_pct: 4.89
placement:
  placedCellCount: 186
  gpl.final_weighted_congestion: 0.829
  hpwlAfterDp_microns: 1460
  port-buffer-count: 3
outcome:
  run_status: "completed"
hold_path:
  holdCritPathClass: "reg -> reg"
==> layout by cell type, fill, tap and decap left out, types with 2 or more instances in the layout <==
cell type                         Yosys  routed
sky130_fd_sc_hd__a21o_1               2       2
sky130_fd_sc_hd__dfrtp_1             20      20
sky130_fd_sc_hd__nand2_1              9       9
sky130_fd_sc_hd__xnor2_1              2       2
sky130_fd_sc_hd__clkdlybuf4s50_1      0       3
sky130_fd_sc_hd__nand3_1              5       5
sky130_fd_sc_hd__and3_1               4       4
sky130_fd_sc_hd__nand4_1              2       2
sky130_fd_sc_hd__nor3_1               5       5
sky130_fd_sc_hd__o21ai_1              5       5
sky130_fd_sc_hd__o21ai_0              2       2
sky130_fd_sc_hd__ha_1                 2       2
sky130_fd_sc_hd__nor2_1              10      10
sky130_fd_sc_hd__clkbuf_8             0       3
sky130_fd_sc_hd__conb_1               1       8
sky130_fd_sc_hd__xor2_1               4       4
sky130_fd_sc_hd__a22o_1               7       7
sky130_fd_sc_hd__nor2b_1              2       2
==> registers in the layout (all words and copies together), names as in the netlist <==
signal and flops:
intHcnt 10, intVcnt 10
==> per-layer routing <==
layer / up-vias / routed length, microns / share of wire (%) / GRT usage (%)
met5: - / 0 / 0 / 0
met4: 0 / 26 / 1.2 / 0.998
met3: 2 / 89 / 4.2 / 0.481
met2: 22 / 939 / 45 / 7.21
met1: 394 / 1040 / 50 / 7.58
li1: 403 / - / - / -
==> critical path, stage by stage (launching register included) <==
cell and delay, ns:
sky130_fd_sc_hd__dfrtp_1 0.43, sky130_fd_sc_hd__or4_4 0.56, sky130_fd_sc_hd__or3b_2 0.45, sky130_fd_sc_hd__clkdlybuf4s50_1 0.41
==> area by class of cell <==
type / count / area [sq um]
fill: 594 / 4200
multi-input combinational: 90 / 608
sequential: 20 / 500
tap: 72 / 90.1
clock buffer: 3 / 41.3
timing repair buffer: 3 / 30.0
inverter: 1 / 3.75
==> worst paths after layout <==
path                       startpoint  depth (start not counted)  slack (ns)    endpoint
max                        intVcnt[5]                          3        1.66       vsync
min                        intHcnt[0]                          1        0.49  intHcnt[0]
max reg2reg                intHcnt[0]                          5        2.92  intVcnt[9]
min reg2reg                intHcnt[0]                          1        0.49  intHcnt[0]
max in group asynchronous         clr                          2        3.08  intHcnt[6]
min in group asynchronous         clr                          2        1.13  intHcnt[0]
==> power by group <==
| part | switching, mW | leakage (nW) | internal [mW] | total (mW) |
|---|---|---|---|---|
| sequential | 0 | 0.270 | 0.172 | 0.172 |
| combinational | 0.00374 | 0.261 | 0.000766 | 0.00450 |
| clock | 0.0530 | 0.0216 | 0.0570 | 0.110 |
==> cells by family after synthesis <==
| group | Yosys count |
|---|---|
| AND/OR/NAND/NOR | 48 |
| AND-OR/OR-AND | 26 |
| flip-flops | 20 |
| buffers and inverters | 11 |
| XOR/XNOR | 6 |
| adder cells (fa/ha/maj) | 2 |
| other | 1 |
==> stage by stage <==
stage | setup slack (ns) | hold slack [ns] | instance area (sq um)
2_1_floorplan | 2.41 | 0.444 | 1190
3_3_place_gp | 1.94 | 0.477 | 1230
3_5_place_dp | 1.92 | 0.480 | 1230
4_1_cts | 1.64 | 0.490 | 1270
5_1_grt | 1.58 | 0.501 | 1270
6_report | 1.66 | 0.486 | 1270
No activity file was given, so power comes from the tool's default toggle rates.
